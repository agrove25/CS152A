<file path="design/flow/config.mk">
export PLATFORM = sky130hd
export DESIGN_NAME = fpcvt
export DESIGN_NICKNAME = fpcvt
export VERILOG_FILES = /design/flow/design.v
export SDC_FILE = /design/flow/constraint.sdc
export NUM_CORES = 4
export LEC_CHECK = 1
export CORE_AREA = 10 10 89 89
export DIE_AREA = 0 0 99 99
</file>
<file path="design/flow/constraint.sdc">
current_design fpcvt

set clk_period 7.1
set clk_io_pct 0.2

create_clock -name clk0 -period $clk_period

set non_clock_inputs [all_inputs -no_clocks]
set_input_delay [expr $clk_period * $clk_io_pct] -clock clk0 $non_clock_inputs
set_output_delay [expr $clk_period * $clk_io_pct] -clock clk0 [all_outputs]
</file>
<file path="design/flow/design.v">
`timescale 1ns / 1ps
module countLeadingZeros_andExtract(
	D_in,
	exponent,
	significand,
	fifth_bit
   );
	input      [11:0] D_in;
	output reg [2:0] exponent;
	output reg [3:0] significand;
	output reg fifth_bit;
	always @ (*) begin
		if (D_in[11] == 1) begin
			exponent    = 3'b111;
			significand = 4'b1111;
			fifth_bit   = 1'b1;
		end else if (D_in[10] == 1) begin
			exponent    = 3'b111;
			significand = D_in[10:7];
			fifth_bit   = D_in[6];
		end else if (D_in[9]  == 1) begin
			exponent    = 3'b110;
			significand = D_in[9:6];
			fifth_bit   = D_in[5];
		end else if (D_in[8]  == 1) begin
			exponent    = 3'b101;
			significand = D_in[8:5];
			fifth_bit   = D_in[4];
		end else if (D_in[7]  == 1) begin
			exponent    = 3'b100;
			significand = D_in[7:4];
			fifth_bit   = D_in[3];
		end else if (D_in[6]  == 1) begin
			exponent    = 3'b011;
			significand = D_in[6:3];
			fifth_bit   = D_in[2];
		end else if (D_in[5]  == 1) begin
			exponent    = 3'b010;
			significand = D_in[5:2];
			fifth_bit   = D_in[1];
		end else if (D_in[4]  == 1) begin
			exponent    = 3'b001;
			significand = D_in[4:1];
			fifth_bit   = D_in[0];
		end else begin
			exponent    = 3'b000;
			significand = D_in[3:0];
			fifth_bit   = 1'b0;
		end
	end
endmodule
`timescale 1ns / 1ps
module fpcvt (
	D ,  
	S ,  
	E ,  
	F    
	);   
	input  [11:0] D;
	output S;
	output [2:0] E;
	output [3:0] F;
	wire [11:0] D_signMag;
	wire [2:0]  E_temp;
	wire [3:0]  F_temp;
	wire fifth_bit_temp;
	signMag u1(
		.signBit     (S),
		.D_in  		 (D),
		.signMag_out (D_signMag)
		);
	countLeadingZeros_andExtract u2 (
		.D_in        (D_signMag),
		.exponent    (E_temp),
		.significand (F_temp),
		.fifth_bit   (fifth_bit_temp)
		);
	rounding u3 (
		.exponent_in     (E_temp),
		.significand_in  (F_temp),
		.fifth_bit_in    (fifth_bit_temp),
		.exponent_out    (E),
		.significand_out (F)
		);
endmodule
`timescale 1ns / 1ps
module rounding(
   exponent_in,
	significand_in,
	fifth_bit_in,
	exponent_out,
	significand_out
	);
	input [2:0] exponent_in;
	input [3:0] significand_in;
	input fifth_bit_in;
	output reg [2:0] exponent_out;
	output reg [3:0] significand_out;
	always @ (*) begin
		if (fifth_bit_in == 1'b1) begin
			if (significand_in == 4'b1111) begin
				if (exponent_in == 3'b111) begin
					exponent_out    = exponent_in;
					significand_out = significand_in;
				end else begin
					exponent_out    = exponent_in + 1'b1;
					significand_out = 4'b1000;
				end
			end else begin
				exponent_out = exponent_in;
				significand_out = significand_in + 1'b1;
			end
		end else begin
			exponent_out    = exponent_in;
			significand_out = significand_in;
		end
	end
endmodule
`timescale 1ns / 1ps
module signMag(
	signBit,
	D_in,
	signMag_out
   );
	output reg signBit;
	input      [11:0] D_in;
	output reg [11:0] signMag_out;
	always @ (*) begin
		signBit = D_in[11];
		if (D_in[11] == 0) begin
			signMag_out = D_in;
		end else begin
			signMag_out = ~D_in + 1'b1;
		end
	end
endmodule
</file>
<file path="design/flow/run.sh">
#!/bin/bash
# OpenROAD 26Q1-2900-gdf79404cd8, Yosys 0.63+post, stock flow scripts
make -C /OpenROAD-flow-scripts/flow DESIGN_CONFIG=/design/flow/config.mk WORK_HOME=/design/flow/orfs finish
</file>
==> impl_metrics.ini <==
; yosys + openroad results
[outcome]
run_status = complete, no violations

[synth]
yosysWarnings = 3
topCellsByArea = o21ai_0 5.1%, nor2_1 4.5%, nand2_1 4.2%
ys_types = 62
ys_top_logic_family = AND-OR/OR-AND gates
yosys.stat.seqShare = 0
xor_share = 0.0940
synth.avg_cell_area_um2 = 7.05
synthCells = 166
synth.most_common_cell = nor2_1
top_cell_area_share = 0.0513
yosys-stat-cells = 166
ys_sh_adder = 0.0321
ys_sh_simple = 0.285
yosys_area_mm2 = 0.00117
netlist_top_cells_count = 14 x nor2_1, 13 x nand2_1, 12 x o21ai_0, 10 x inv_1, 9 x a21oi_1
ys_sh_mux = 0.0385
netlist_area_mm2 = 0.00117
synth_area_leader_cell = o21ai_0
synthAoiAreaFrac = 0.462

[routing]
vias_per_cell = 5.00
first_pass_iters = 4
drt_iter0_drc = 163
ant_nets = 0
wl_mm = 3.50
n_antenna_cell = 0
remaining_drc_errors = 0
vias = 1315
routedWlPerCell_um = 13.3

[worst_setup_path]
crit_chain = clkdlybuf4s50_1 -> inv_1 -> ha_1 -> or3b_1 -> or2_2 -> o41ai_1 -> o211a_1 -> o21ai_0 -> ha_1 -> and2_1 -> nor4b_4 -> mux2_4 -> clkdlybuf4s50_1
start_kind = primary input
cp.arrival_ns = 5.38
worstPathRequired_ns = 5.68
cpPeakStageDelay_ns = 0.51
criticalPathCategory = primary input to output port
crit_path_end_kind = output port
critical_path.top_delay_family = simple AND/OR/NAND/NOR gates
worstPathMaxFanout = 7
crit_slowest_cell = or3b_1
cp_num_buf_inv = 3

[sta]
relSlewSlack = 0.629
post-route-min-period_ns = 6.80
worst_pin_slew_ns = 0.556
fin_ws_ns = 0.302
holdWs_ns = 4.02
grt_setup_unrepaired = false
setup_violations = 0
finalCritPeriodShare = 0.957
clock.fmax_mhz = 147
drv_slew = 0
finalHoldViolCount = 0
fin_tns_setup_ns = 0

[placement]
port-buffer-count = 20
gp_congestion = 0.926
dpl_cell_area_mm2 = 0.00151
place_inst = 263
dpl.hpwl_mm = 2.85
pre_cts_slack_ns = 0.264

[global_routing]
antenna_found_initial = 0
overflow = 0
grt_max_degree = 16
grtUsageTotal = 0.0704
grt_pass1_wl_mm = 6.03
first_global_vias = 1209

[hold_path]
hold_path.class = primary input to output port

[layout]
mi_logic_area_mm2 = 0.00107
drive_above_1_share = 0.170
utilization = 0.253
stdcell_count = 263
flops = 0
regArea_um2 = 0
final_area_mm2 = 0.00152
syn_to_final_growth_pct = 29.4
clock_buffers = 0
nFillCells = 635

[power_and_ir_drop]
total_power_uw = 127
p_leak_nw = 0.557
vdd_drop_max_mv = 0.0182
p_per_area_mw_per_mm2 = 83.6

[cts]
cts_hold_buffers = 0
post_cts_buffers = 0

[floorplanning]
die_y_um = 99
fp-row-count = 28
fp_util = 0.195
core_mm2 = 0.00599
ios = 20
chipArea_mm2 = 0.00980
die_width_um = 99

[job]
warnings = 32
drv_cap = 0
[cells by family (layout without fill, tap and decap cells)]
group,after synthesis,count (layout)
AND-OR/OR-AND,68,68
XOR/XNOR,10,10
adder cells (fa/ha/maj),3,3
buffers and inverters,23,45
multiplexers,4,4
AND/OR/NAND/NOR,58,58
[cell usage in the layout (no fill, tap or decap), drive strengths merged, types with 5 or more instances in the layout]
| cell | count |
|---|---|
| a31oi | 7 |
| inv | 10 |
| buf | 15 |
| clkdlybuf4s50 | 20 |
| nand2b | 6 |
| nor2 | 14 |
| nand2 | 13 |
| a21oi | 9 |
| xor2 | 6 |
| o21ai | 14 |
| o31ai | 5 |
[layout make-up]
class,count,area share
multi-input cells,143,0.707
well taps,75,0.0619
repair buffers,35,0.206
inverters,10,0.0248
[worst paths after layout]
check                 startpoint    to  cells after the start  slack (ns)
worst max-delay path        D[1]  E[1]                     13        0.30
worst min-delay path       D[11]     S                      3        4.02
[layer usage]
metal / GRT usage / wire (µm) / up-vias
li1: - / - / 683
met1: 0.0912 / 1600 / 613
met2: 0.129 / 1810 / 19
met3: 0.00634 / 85 / 0
met4: 0 / 0 / 0
met5: 0 / 0 / -
[where the power goes]
group | total (mW) | internal, mW | switching, mW
logic | 0.127 | 0.0631 | 0.0635
registers | 0 | 0 | 0
clock network | 0 | 0 | 0
[what timing repair did]
| action | in CTS | in global routing |
|---|---|---|
| resized | 0 | 1 |
| setup endpoints to repair | 0 | 1 |
| endpoints found under the hold margin | 0 | 0 |
No activity file was given, so power comes from the tool's default toggle rates.
